<file path="/design/flow/constraint.sdc">
current_design gpr

set clk_period 2.4
set clk_io_pct 0.2

create_clock -name clk0 -period $clk_period [get_ports {clk}]

set non_clock_inputs [all_inputs -no_clocks]
set_input_delay [expr $clk_period * $clk_io_pct] -clock clk0 $non_clock_inputs
set_output_delay [expr $clk_period * $clk_io_pct] -clock clk0 [all_outputs]
</file>
<file path="/design/flow/run.sh">
#!/bin/bash
# OpenROAD 26Q1-2900-gdf79404cd8, Yosys 0.63+post, stock flow scripts
make -C /OpenROAD-flow-scripts/flow DESIGN_CONFIG=/design/flow/config.mk WORK_HOME=/design/flow/orfs finish
</file>
<file path="/design/flow/design.v">
module decoder_comb(out, in, en);
parameter IN_SIZE = 3;
input [IN_SIZE-1 : 0] in;
input en;
output [2**IN_SIZE-1 : 0] out;
reg [2**IN_SIZE-1 : 0] out;
always @ (*)
	if(en)
	begin
		out = 0;
		out[in] = 1;
	end
	else
		out = 0;
endmodule
module gpr(r_out0, r_out1, r_out2, r_out3, r_out4, r_out5, r_out6, r_out7, d_in, write_select, load, clk, reset);
input [15:0]d_in;
input [2:0]write_select;
input load;
input reset, clk;
wire [7:0]load_inter;
output [15:0]r_out0, r_out1, r_out2, r_out3, r_out4, r_out5, r_out6, r_out7;
decoder_comb decoder(load_inter, write_select, load);
defparam decoder.IN_SIZE=3;
register  register0(r_out0, d_in, reset, clk, load_inter[0]);
defparam register0.SIZE=16;
register  register1(r_out1, d_in, reset, clk, load_inter[1]);
defparam register1.SIZE=16;
register  register2(r_out2, d_in, reset, clk, load_inter[2]);
defparam register2.SIZE=16;
register  register3(r_out3, d_in, reset, clk, load_inter[3]);
defparam register3.SIZE=16;
register  register4(r_out4, d_in, reset, clk, load_inter[4]);
defparam register4.SIZE=16;
register  register5(r_out5, d_in, reset, clk, load_inter[5]);
defparam register5.SIZE=16;
register  register6(r_out6, d_in, reset, clk, load_inter[6]);
defparam register6.SIZE=16;
register  register7(r_out7, d_in, reset, clk, load_inter[7]);
defparam register7.SIZE=16;
endmodule
module register(Out, In, Reset, Clk, Load, Increment);
parameter SIZE=4;
input Increment;
input [SIZE-1:0]In;
input Reset, Clk, Load;
output [SIZE-1:0]Out;
reg [SIZE-1:0]Out;
always @ (posedge Clk or negedge Reset)
	if(!Reset)
		Out = 0;
	else 
	 begin
     if (Increment) 
	   	Out = Out +1;
	 if(Load)
			Out = In;
      end
endmodule
</file>
<file path="/design/flow/config.mk">
export PLATFORM = sky130hd
export DESIGN_NAME = gpr
export DESIGN_NICKNAME = gpr
export VERILOG_FILES = /design/flow/design.v
export SDC_FILE = /design/flow/constraint.sdc
export NUM_CORES = 4
export LEC_CHECK = 1
export CORE_UTILIZATION = 40
</file>
==> insert_results.sql <==
-- load yosys + openroad results
INSERT INTO impl_metrics (metric_group, metric, value, unit) VALUES
('critical_path', 'signal_arrival_time_at_the_worst_endpoint', '2.25', 'ns'),
('die', 'rows', '47', ''),
('global_route', 'grt_first_pass_wirelength', '31400', 'µm'),
('logic_synthesis', 'largest_area_cell', 'sky130_fd_sc_hd__dfrtp_1', ''),
('logic_synthesis', 'yosys_most_used_dff', 'sky130_fd_sc_hd__dfrtp_1', ''),
('route', 'post_drt_via_cell_ratio', '5.24', ''),
('die', 'floorplan.die.width', '134', 'µm'),
('outcome', 'run_status', 'finished clean', ''),
('route', 'drt_antenna_net_count', '0', ''),
('cts', 'cts.sinks', '128', ''),
('route', 'detail_route.wl_per_cell', '16.9', 'µm'),
('final_layout', 'flop_area', '3200', 'µm²'),
('route', 'dr_total_vias', '6067', ''),
('sta', 'tightest_slew', '0.703', 'ns'),
('critical_path', 'criticalPathCategory', 'in -> reg', ''),
('logic_synthesis', 'synth_top_area_share', '46.2', '%'),
('die', 'die_height', '134', 'µm'),
('critical_path', 'timing.critical_path.fanout_max', '15', ''),
('logic_synthesis', 'synth-edff-count', '0', ''),
('die', 'die_area', '17900', 'µm²'),
('route', 'detail_route.antenna_diodes', '0', ''),
('job', 'max-cap-violations', '0', ''),
('sta', 'setup_viol', '0', ''),
('sta', 'clock_skew', '0.00596', 'ns'),
('route', 'drt_pre_antenna_iters', '5', ''),
('final_layout', 'fin_area', '9410', 'µm²'),
('sta', 'maxSlewViolCount', '0', ''),
('critical_path', 'cp-start-kind', 'input port', ''),
('critical_path', 'worst_r2r_startpoint', 'register4.Out[0]$_DFF_PN0_', ''),
('cts', 'clkSlewWorstSetupHoldPaths', '0.05', 'ns'),
('cts', 'htreeDepth', '4', ''),
('placement', 'detailedPlacementHpwl', '12900', 'µm'),
('cts', 'hold_buffers', '0', ''),
('logic_synthesis', 'cell_count_in_the_yosys_report', '760', ''),
('critical_path', 'standard_cell_with_the_maximum_stage_delay_on_the_critical_path', 'sky130_fd_sc_hd__or4b_4', ''),
('critical_path', 'timing.critical_path.slowest_cell_delay', '0.55', 'ns'),
('logic_synthesis', 'yosys.stat.chipArea', '6930', 'µm²'),
('global_route', 'grt_overflow', '0', ''),
('global_route', 'grt.total_usage', '23.4', '%'),
('sta', 'hold_viol_final', '0', ''),
('cts', 'cts-buffers-inserted', '17', ''),
('global_route', 'grt_start_max_net_pins', '129', ''),
('critical_path', 'path_buffers', '3', ''),
('logic_synthesis', 'ys_types', '45', ''),
('die', 'floorplan_stage_core_utilization', '41.3', '%'),
('sta', 'period_minus_slack', '1.97', 'ns'),
('global_route', 'grt_antenna_before_repair', '0', ''),
('die', 'core_region_area', '16800', 'µm²'),
('route', 'initialDrtViolationCount', '385', ''),
('critical_path', 'timing.critical_path.to_type', 'flop', ''),
('final_layout', 'final_layout_top_logic_cell', 'sky130_fd_sc_hd__clkdlybuf4s50_1', ''),
('critical_path', 'crit_required', '2.68', 'ns'),
('die', 'ioPinCount', '150', ''),
('final_layout', 'final-comb-area', '3480', 'µm²'),
('sta', 'relSlewSlack', '53.1', '%'),
('final_layout', 'final_layout_size_suffix_gt1_share', '8.86', '%'),
('logic_synthesis', 'synthArstFlopShare', '100', '%'),
('critical_path', 'cp_cell_sequence', 'dlymetal6s2s_1 > inv_1 > ha_1 > or3b_4 > or4b_4 > buf_12 > nor2_1 > a31oi_1', ''),
('placement', 'final_weighted_congestion_in_routability_driven_placement', '0.886', ''),
('logic_synthesis', 'syn_inst', '760', ''),
('sta', 'rsz0062_at_grt', 'false', ''),
('power_and_ir_drop', 'p_leak', '3.62', 'nW'),
('logic_synthesis', 'yosys_register_bits', '128', ''),
('worst_hold_path', 'hold_class', 'in -> async', ''),
('critical_path', 'path_delay_family', 'simple AND/OR/NAND/NOR gates', ''),
('sta', 'final.period_utilization', '82.2', '%'),
('critical_path', 'crit_start', 'write_select[1]', ''),
('logic_synthesis', 'yosysSeqAreaShare', '46.2', '%'),
('placement', 'dpl-instance-area', '8810', 'µm²'),
('route', 'drc_errors_left', '0', ''),
('sta', 'max_clock_freq', '507', 'MHz');
-- cell usage after synthesis (19+ instances only) --
master                    instances
sky130_fd_sc_hd__dfrtp_1        128
sky130_fd_sc_hd__nand2_1        115
sky130_fd_sc_hd__o21ai_0         74
sky130_fd_sc_hd__xnor2_1         67
sky130_fd_sc_hd__nor2_1          50
sky130_fd_sc_hd__nand3_1         44
sky130_fd_sc_hd__xor2_1          39
sky130_fd_sc_hd__nand4_1         32
sky130_fd_sc_hd__a21oi_1         31
sky130_fd_sc_hd__nor4_1          26
sky130_fd_sc_hd__inv_1           20
sky130_fd_sc_hd__nor3_1          19
-- layer usage --
metal	GRT usage [%]	up-vias	routed length (µm)
met5	0	-	0
met3	5.56	16	1460
met1	37.3	2862	9270
met2	34.4	205	8520
li1	-	2984	-
met4	2.90	0	261
-- where the power goes --
group | switching (mW) | internal (mW)
logic | 1.19 | 2.52
registers | 1.35 | 3.08
clock network | 0.898 | 1.58
-- layout make-up --
class / instances / area share [%]
Tap cell: 220 / 2.92
Inverter: 20 / 0.797
Timing Repair Buffer: 180 / 19.2
Multi-Input combinational cell: 577 / 37.0
Clock buffer: 27 / 5.56
Clock inverter: 5 / 0.532
Sequential cell: 128 / 34.0
-- registers in the layout, summed over array words and instances (netlist names) --
name	flops
register7.Out	16
register0.Out	16
register5.Out	16
register3.Out	16
register1.Out	16
register2.Out	16
register4.Out	16
register6.Out	16
-- repair_timing --
| action | 4_1_cts | 5_1_grt |
|---|---|---|
| setup buffers | 0 | 0 |
| resized | 0 | 4 |
| setup endpoints to repair | 0 | 14 |
-- cells by family (layout without fill, tap and decap cells) --
group                    count (synthesis)  in the layout  synth area share (%)
XOR/XNOR                               106            106                  13.4
flip-flops                             128            128                  46.2
adder cells (fa/ha/maj)                 11             11                  1.99
buffers and inverters                   55            232                  3.65
AND-OR/OR-AND                          121            121                  9.32
multiplexers                            14             14                  2.22
AND/OR/NAND/NOR                        325            325                  23.2
-- worst paths after layout --
check / slack (ns) / depth (start not counted) / endpoint
min reg2reg: 0.52 / 1 / register3.Out[0]$_DFF_PN0_
min: 0.19 / 2 / register5.Out[10]$_DFF_PN0_
min in group clk0: 0.52 / 1 / register3.Out[0]$_DFF_PN0_
max reg2reg: 0.51 / 5 / register4.Out[14]$_DFF_PN0_
max in group asynchronous: 1.70 / 2 / register7.Out[11]$_DFF_PN0_
max: 0.43 / 8 / register0.Out[15]$_DFF_PN0_
-- per-stage QoR --
| stage | total power [mW] | instances | util (%) | hold WS (ns) | worst slack, ns |
|---|---|---|---|---|---|
| 3_5_place_dp | 8.13 | 1124 | 52.5 | 0.522 | -0.367 |
| 2_1_floorplan | 5.67 | 760 | - | 0.184 | 0.180 |
| 5_1_grt | 11.4 | 1157 | 56.2 | 0.255 | 0.338 |
| 6_report | 10.6 | 1157 | 56.2 | 0.188 | 0.428 |
| 4_1_cts | 10.7 | 1156 | 56.0 | 0.224 | 0.0634 |
| 3_3_place_gp | 8.11 | 1124 | 52.5 | 0.519 | -0.332 |
Power figures rest on the tool's default switching activity, not on a simulated workload.
