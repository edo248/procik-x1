$ cat ./config.mk
export PLATFORM = sky130hd
export DESIGN_NAME = SRAM256x16
export DESIGN_NICKNAME = SRAM256x16
export VERILOG_FILES = /design/flow/design.v
export SDC_FILE = /design/flow/constraint.sdc
export NUM_CORES = 4
export LEC_CHECK = 1
export CORE_UTILIZATION = 30
$ cat ./constraint.sdc
current_design SRAM256x16

set clk_period 22.3
set clk_io_pct 0.2

create_clock -name clk0 -period $clk_period [get_ports {CE1}]

set non_clock_inputs [all_inputs -no_clocks]
set_input_delay [expr $clk_period * $clk_io_pct] -clock clk0 $non_clock_inputs
set_output_delay [expr $clk_period * $clk_io_pct] -clock clk0 [all_outputs]
$ cat ./design.v
`timescale 1ns/100fs
module SRAM256x16 (A1,CE1,WEB1,OEB1,CSB1,I1,O1);
input 				CE1;
input 				WEB1;
input 				OEB1;
input 				CSB1;
input 	[8-1:0] 		A1;
input 	[16-1:0] 	I1;
output 	[16-1:0] 	O1;
reg    	[16-1:0]   	memory[256-1:0];
reg  	[16-1:0]	data_out1;
reg 	[16-1:0] 	O1;
wire 				RE1;
wire 				WE1;
and u1 (RE1, ~CSB1,  WEB1);
and u2 (WE1, ~CSB1, ~WEB1);
always @ (posedge CE1) 
	if (RE1)
		data_out1 = memory[A1];
	else 
	   if (WE1)
		memory[A1] = I1;
always @ (data_out1 or OEB1)
	if (!OEB1) 
		O1 = data_out1;
	else
		O1 =  16'bz;
initial begin
	memory[0] = 16'h110B;   
	memory[1] = 16'h120C;   
	memory[2] = 16'h130D;   
	memory[3] = 16'h210E;   
	memory[4] = 16'h220F;   
	memory[11] = 16'h000F;   
	memory[12] = 16'h00F0;   
	memory[13] = 16'hFF00;   
	end
endmodule
$ cat ./run.sh
#!/bin/bash
# OpenROAD 26Q1-2900-gdf79404cd8, Yosys 0.63+post, stock flow scripts
make -C /OpenROAD-flow-scripts/flow DESIGN_CONFIG=/design/flow/config.mk WORK_HOME=/design/flow/orfs finish
==> qor.csv <==
metric,value,unit
post_cts_buffers,0,
die_area,520400,µm²
path_class,in -> reg,
finalCriticalPeriod,9475,ps
async_flop_share,0,
lay_top_count,edfxtp_1,
worst-path-max-fanout,92,
min_from,memory[152][1]$_DFFE_PP_,
whs,1022,ps
numPortBuffers,42,
cts.clk_slew.worst_paths,60,ps
insertion_delay,1020,ps
setup-tns-final,0,ps
drt_iter0_drc,4855,
grt_max_degree,123,
clock_tree.buffer_depth,4,
postSynthSeqShare,0.7954,
place_ws,11890,ps
postLayoutCellArea,180100,µm²
grt_pass1_wl,565800,µm
drv_slew,0,
wl_met1,120200,µm
dr_total_vias,72520,
syn2layout_area_growth,16.04,%
drt-total-wl,394300,µm
top_cells_by_area,"edfxtp_1 (80%), mux4_2 (15%), a22oi_1 (2.5%), a21oi_1 (0.83%), clkbuf_1 (0.63%)",
cts.sinks,4112,
htree_levels,5,
rsz0062_at_grt,no,
final-setup-viol-count,0,
finalCritPeriodShare,0.4249,
relSlewSlack,0.2747,
cts_resized,0,
drcViolationCount,0,
top_area_frac,0.7954,
ff_type,edfxtp_1,
syn_area,155200,µm²
root_buffer,clkbuf_16,
vdd_drop_max,70.28,µV
yosys_warnings,2,
tightest_slew,1076,ps
end_kind,flip-flop,
numCtsBuffers,415,
status,completed,
initCoreUtil,0.3020,
synthCells,6704,
drive_gt1_frac,0.2863,
p_leak,54.45,nW
cp-startpoint,A1[1],
finalHoldViolCount,0,
ys_cells,6704,
ys.flops,4112,
drt_pre_antenna_iters,7,
arrival,10140,ps
fin_skew,96.16,ps
met2_length,185400,µm
via_per_inst,5.013,
cts_tree,built,
warnings,30,
die-width,721.4,µm
edf_count,4112,
r2r-start,memory[171][11]$_DFFE_PP_,
hold_buffers,0,
critPathLaunchType,primary input,
finalWeightedCongestion,0.8602,
dpl_cell_area,166600,µm²
rows,263,
final_cell_mix,"edfxtp_1 (4112), mux4_2 (1024), a22oi_1 (512)",
avgSynthCellArea,23.16,µm²
hold_class,reg -> reg,
dp.final_hpwl,229800,µm
wl_met3,73590,µm
finish.utilization,0.3505,
yosysUniqueCellTypes,21,
max_freq,105.5,MHz
io_pins,44,
required,22970,ps
gr-total-overflow,0,
n_fill_cell,46280,
worst_slack,12830,ps
ys_area,155200,µm²
antenna_found_initial,16,
power.density,89.18,nW/µm²
maxCapViolCount,0,
netlist.top_cell.by_area,edfxtp_1,
highest_layer,met5,
wire_per_inst,27.25,µm
core,514000,µm²
grt_pass1_vias,81490,
r2r_slack,19300,ps
die_h,721.4,µm
grt_use_total,0.1619,
ant_nets,0,
[cell type report]
type	instances	area (µm²)	share of cell area
well taps	6890	8621	0.04785
flip-flops and latches	4112	123500	0.6854
repair buffers	521	4194	0.02328
clock buffers	495	10810	0.06002
multi-input cells	2180	30350	0.1685
diodes	5	12.51	0.00006946
clock inverters	264	2680	0.01488
[per-layer routing]
layer / vias up / global-route usage
met1: 36950 / 0.1626
met4: 60 / 0.04462
met5: - / 0.01137
li1: 30040 / -
met2: 4726 / 0.2447
met3: 748 / 0.1432
[Yosys cell counts, drive strengths merged (2+ instances only)]
| master | instances |
|---|---|
| a21oi | 256 |
| a22oi | 512 |
| and2 | 2 |
| buf | 151 |
| clkbuf | 261 |
| edfxtp | 4112 |
| mux4 | 1024 |
| nand2 | 29 |
| nand2b | 2 |
| nand3 | 4 |
| nand4 | 16 |
| nor2 | 259 |
| nor2b | 7 |
| nor4b | 2 |
| o41ai | 64 |
[state kept, by name (all words and copies together), names as in the netlist]
| register | flops |
|---|---|
| data_out1 | 16 |
| memory | 4096 |
[power breakdown]
group	switching [mW]	leakage (nW)	internal, mW	total, mW
sequential	0.00580	37.0	8.51	8.52
clock	2.90	6.58	3.96	6.86
combinational	0.453	10.9	0.234	0.686
[worst max-delay path: stages]
cell	delay, ps
buf_8	370
buf_4	580
buf_4	690
buf_12	480
buf_4	670
buf_4	660
mux4_2	410
a22oi_1	220
a21oi_1	220
o41ai_1	680
buf_4	280
nand4_1	90
[through the flow]
step           total power, mW  std cells
3_3_place_gp             9.361      13700
3_5_place_dp             9.378      13700
5_1_grt                  16.52      14460
2_1_floorplan            9.035       6704
4_1_cts                  16.18      14460
6_report                 16.07      14470
[cell families (layout without fill, tap and decap cells)]
logic type / Yosys count / after routing / share of synthesized area
multiplexers: 1024 / 1024 / 0.1486
buffers and inverters: 412 / 1280 / 0.01097
AND/OR/NAND/NOR: 324 / 324 / 0.008455
AND-OR/OR-AND: 832 / 832 / 0.03662
flip-flops: 4112 / 4112 / 0.7954
other: 0 / 5 / 0
[worst paths after layout]
check	depth (start not counted)	endpoint
worst max register to register	5	data_out1[11]$_DFFE_PP_
worst min-delay path	5	data_out1[1]$_DFFE_PP_
worst max-delay path	12	data_out1[0]$_DFFE_PP_
worst min register to register	5	data_out1[1]$_DFFE_PP_
Power figures rest on the tool's default switching activity, not on a simulated workload.
