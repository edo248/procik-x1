==> /design/flow/design.v <==
module DEC(out, in, en, clk);
parameter IN_SIZE = 3;
input [IN_SIZE-1 : 0] in;
input clk, en;
output [2**IN_SIZE-1 : 0] out;
reg [2**IN_SIZE-1 : 0] out;
always @ (posedge clk)
	if(en)
	begin
		out = 0;
		out[in] = 1;
	end
	else
		out = 0;
endmodule
==> /design/flow/run.sh <==
#!/bin/bash
# OpenROAD 26Q1-2900-gdf79404cd8, Yosys 0.63+post, stock flow scripts
make -C /OpenROAD-flow-scripts/flow DESIGN_CONFIG=/design/flow/config.mk WORK_HOME=/design/flow/orfs finish
==> /design/flow/config.mk <==
export PLATFORM = sky130hd
export DESIGN_NAME = DEC
export DESIGN_NICKNAME = DEC
export VERILOG_FILES = /design/flow/design.v
export SDC_FILE = /design/flow/constraint.sdc
export NUM_CORES = 4
export LEC_CHECK = 1
export CORE_AREA = 10 10 70 70
export DIE_AREA = 0 0 80 80
==> /design/flow/constraint.sdc <==
current_design DEC

set clk_period 1.0
set clk_io_pct 0.2

create_clock -name clk0 -period $clk_period [get_ports {clk}]

set non_clock_inputs [all_inputs -no_clocks]
set_input_delay [expr $clk_period * $clk_io_pct] -clock clk0 $non_clock_inputs
set_output_delay [expr $clk_period * $clk_io_pct] -clock clk0 [all_outputs]
==> impl_metrics.env <==
# physical design summary
export IMPL_outcome="completed"
export IMPL_rsz0062_at_grt="false"
export IMPL_clkSinkCount=8
export IMPL_p_int_uw=531
export IMPL_cts_hold_buf=0
export IMPL_syn_inst=30
export IMPL_ys_types=11
export IMPL_port_buffers=12
export IMPL_clk_pin_slew_ps=50
export IMPL_grt_max_degree=5
export IMPL_drcViolationCount=0
export IMPL_critPathArrivalTime_ps=760
export IMPL_finalClockPeriodUsage=0.962
export IMPL_slowest_stage="dfxtp_1"
export IMPL_cts_inserted_buffers=3
export IMPL_critPathKind="reg -> out"
export IMPL_cts_tree="built"
export IMPL_layout_drive_gt1_share=0.423
export IMPL_switchingPower_uw=135
export IMPL_switching_share=0.203
export IMPL_worstSetupEndpointType="output pin"
export IMPL_hold_depth=3
export IMPL_synthToLayoutAreaGrowth_pct=94.0
export IMPL_antenna_found_initial=0
export IMPL_fp_row_count=21
export IMPL_hp_class="in -> reg"
export IMPL_clkPwrFrac=0.337
export IMPL_antenna_diode_count=0
export IMPL_drt_first_pass_iters=2
export IMPL_p_leak_uw=0.000266
export IMPL_placed_cells=95
export IMPL_drt_iter0_markers=10
export IMPL_setup_viol=0
export IMPL_die_w_um=80
export IMPL_critical_path_buf_inv_count=1
export IMPL_stdcell_count=98
export IMPL_coreArea_sq_um=3420
export IMPL_die_y_um=80
export IMPL_ys_cells=30
export IMPL_largest_reg_flops=8
export IMPL_ant_nets=0
export IMPL_viasPerCell=2.62
export IMPL_tightest_slew_ps=243
export IMPL_hold_end="out[0]"
export IMPL_hold_viol_final=0
export IMPL_post_cts_buffers=0
export IMPL_routed_wl_um=677
export IMPL_worst_setup_path_start_kind="flop"
export IMPL_cap_violations=0
export IMPL_synth_area_per_cell_sq_um=10.3
export IMPL_via_count=257
export IMPL_fmax_mhz=1040
export IMPL_slew_viol_final=0
export IMPL_cp_cell_sequence="dlygate4sd2_1"
export IMPL_h_tree_depth=1
export IMPL_synth_flops=8
export IMPL_ys_warn_count=1
export IMPL_grt_pass1_vias=308
export IMPL_hp_start="in[1]"
export IMPL_overflow=0
export IMPL_grt_first_pass_wirelength_mm=1.24
export IMPL_core_util_floorplan=0.0908
export IMPL_ir_drop_uv=231
export IMPL_hpwl_um=620
export IMPL_relSlewSlack=0.837
export IMPL_fin_crit_ps=962
export IMPL_final_util=0.176
export IMPL_cts_root_buf="clkbuf_4"
export IMPL_warnings=29
export IMPL_critical_path_top_delay_family="flip-flops"
export IMPL_wl_per_cell_um=6.91
export IMPL_synth_area_sq_um=310
export IMPL_max_clock_path_buffers=2
export IMPL_ys_seq_frac=0.516
export IMPL_critical_path_max_fanout=1
export IMPL_p_comb_frac=0.165
export IMPL_critPathRequiredTime_ps=800
export IMPL_max_stage_delay_ps=290
export IMPL_powerDensity_nw_per_um2=1110
export IMPL_ys_chip_area_sq_um=310
export IMPL_pwr_share_seq=0.498
export IMPL_die_area_sq_um=6400
export IMPL_io_pins=13
export IMPL_track_usage=0.0223
export IMPL_gp_congestion=0.762
-- through the flow --
step | setup TNS, ps | total power, uW | hold slack, ps | setup WS, ps | area, sq um
3_3_place_gp | -5160 | 450 | 878 | -838 | 573
6_report | 0 | 666 | 266 | 37.7 | 602
5_1_grt | 0 | 720 | 268 | 1.59 | 602
3_5_place_dp | -5370 | 453 | 875 | -863 | 573
4_1_cts | 0 | 677 | 311 | 4.48 | 579
2_1_floorplan | -142 | 379 | 273 | -142 | 343
-- logic make-up (layout without fill, tap and decap cells) --
kind of cell               after synthesis  after routing  share of synthesized area
DFF                                      8              8                      0.516
xor gates and xnor gates                 2              2                     0.0565
adders and majority gates                4              4                      0.161
and+or+nand+nor                         13             13                      0.226
buffers and inverters                    2             24                     0.0242
AOI/OAI and AO/OA                        1              1                     0.0161
-- cells in the mapped netlist (all sizes together) --
| cell | count | share of area |
|---|---|---|
| a21oi | 1 | 0.016 |
| dfxtp | 8 | 0.52 |
| ha | 4 | 0.16 |
| inv | 2 | 0.024 |
| nand2 | 4 | 0.048 |
| nor2 | 6 | 0.073 |
| nor4b | 1 | 0.048 |
| or3b | 2 | 0.056 |
| xnor2 | 1 | 0.028 |
| xor2 | 1 | 0.028 |
-- worst max path at each step --
stage | from | end | slack, ps | cells past startpoint
CTS | in[1] | out[0] | 4 | 5
global route | out[2] | out[2] | 2 | 1
finish | out[4] | out[4] | 40 | 1
-- layout by cell type, fill, tap and decap left out --
cell / Yosys / final
a21oi_2: 0 / 1
buf_4: 0 / 7
buf_6: 0 / 1
buf_8: 0 / 1
clkbuf_4: 0 / 3
clkdlybuf4s15_1: 0 / 4
dfxtp_1: 8 / 5
dfxtp_2: 0 / 3
dlygate4sd2_1: 0 / 6
ha_1: 4 / 3
ha_4: 0 / 1
inv_12: 0 / 1
inv_4: 0 / 1
nand2_1: 4 / 4
nor2_1: 6 / 6
nor4b_2: 1 / 1
or3b_4: 0 / 2
xnor2_1: 1 / 1
xor2_1: 1 / 1
-- layout make-up --
type / instances / area (sq um)
flip-flops and latches: 8 / 164
fillers: 391 / 2810
inverters: 2 / 22.5
well taps: 46 / 57.6
multi-input cells: 20 / 164
clock buffers: 3 / 22.5
repair buffers: 19 / 171
-- power groups by stage --
stage	registers [uW]	logic, uW	clock network, uW
5_1_grt	332	125	263
6_report	332	110	224
4_1_cts	330	106	241
-- routing by layer --
| metal | wire (um) | global-route usage | up-vias |
|---|---|---|---|
| li1 | - | - | 142 |
| met1 | 258 | 0.0242 | 102 |
| met2 | 260 | 0.0329 | 11 |
| met3 | 137 | 0.0148 | 2 |
| met4 | 21 | 0.0106 | 0 |
| met5 | 0 | 0 | - |
-- timing repair --
action	in CTS	in global routing
gates resized	21	11
pin swaps	2	0
setup endpoints to repair	16	5
No activity file was given, so power comes from the tool's default toggle rates.
